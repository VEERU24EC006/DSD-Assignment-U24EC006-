==> /design/flow/run.sh <==
#!/bin/bash
# OpenROAD 26Q1-2900-gdf79404cd8, Yosys 0.63+post, stock flow scripts
make -C /OpenROAD-flow-scripts/flow DESIGN_CONFIG=/design/flow/config.mk WORK_HOME=/design/flow/orfs finish
==> /design/flow/config.mk <==
export PLATFORM = sky130hd
export DESIGN_NAME = multifuncbarrelshifter
export DESIGN_NICKNAME = multifuncbarrelshifter
export VERILOG_FILES = /design/flow/design.v
export SDC_FILE = /design/flow/constraint.sdc
export NUM_CORES = 4
export LEC_CHECK = 1
export CORE_UTILIZATION = 30
==> /design/flow/constraint.sdc <==
current_design multifuncbarrelshifter

set clk_period 3.7
set clk_io_pct 0.2

create_clock -name clk0 -period $clk_period

set non_clock_inputs [all_inputs -no_clocks]
set_input_delay [expr $clk_period * $clk_io_pct] -clock clk0 $non_clock_inputs
set_output_delay [expr $clk_period * $clk_io_pct] -clock clk0 [all_outputs]
==> /design/flow/design.v <==
`timescale 1ns / 1ps
module multifuncbarrelshifter #(
    parameter  WIDTH = 32,
    parameter SHIFT_WIDTH =5
) ( input wire [WIDTH - 1:0] din,
    input wire [SHIFT_WIDTH - 1:0]shift,
    input wire shiftdir,  
    output wire[WIDTH - 1:0] qb
 );
 wire [WIDTH -1 :0] r0,r1,r2,r3,r4;
 wire[WIDTH - 1 :0] l0,l1,l2,l3,l4;
 assign r0 = shift[0] ? din >> 1: din ;
 assign r1 = shift[1] ? r0 >> 2 : r0 ;
 assign r2 = shift[2] ? r1 >> 4 : r1;
 assign r3 = shift[3] ? r2 >> 8 : r2 ;  
 assign r4 = shift[4] ? r3 >> 16 :r3 ;
 assign l0 = shift[0] ? din << 1 : din ;
 assign l1 = shift[1] ? l0<< 2 : l0 ;
 assign l2 = shift[2] ? l1 << 4 : l1 ;
 assign l3 = shift[3] ? l2 << 8 : l2 ;  
 assign l4 = shift[4] ? l3 << 16 : l3 ;
 assign qb = shiftdir ? r4: l4;
endmodule
==> run notes <==
flow finished, numbers: status=complete, no violations, pwr dens=about 160 nW/µm², Initial Util=a little under a third, register area=0 µm², YS chip area=3790 µm², Avg Cell Area, Syn=7.63 µm², Adder Share, Synth=0%, Max Cap Violations=0, number of global-route vias before repair=4862, drt first pass iters=5, Slew HR=between 60% and 70%, maximum VDD drop=77.7 µV, Crit Path Max Fanout=14, HP Class=primary input to output pin, mux share=approximately 40%, die height=roughly 110 µm, final worst path period share=98.2%, synth warn=0, antenna viol nets, final=0, Syn Std Cell Area=between 3000 and 4000 µm², CTS Hold Bufs=0, first-pass GRT wire length=~30 mm, most numerous logic cell after layout=buf_4, cell count after synthesis=just under 500, area share, top type=~15%, fin. max-slew vios=0, yosys simple share=roughly a fifth, FMAX=275 MHz, Distinct cells, synth=64, Crit path required time=approximately 3.0 ns, Area Growth Syn to Fin=51.9%, Tmin final=approximately 3.6 ns, share of layout cells above drive strength 1=35.5%, GPL Wtd Cong=1.06, gr usage total=a little under a third, Place WS=-0.0669 ns, yosys xor share=0%, vias per std cell=roughly 6.3, Starting DRT DRC Count=533, Fill cells=~1200, Inserted Diodes=0, Core Util, Final=a little under half, yosys cell count=497, Leak=2.43 nW, Comb area=3590 µm², initial antenna violation count=0, largest net degree at the start of global routing=41, Die Footprint=about 13000 µm², Final Power=around 0.9 mW, number of I/O port buffers=approximately 70, most frequent cells in the layout=buf_4 (132), nor2_1 (53), mux2i_1 (48), nand2_1 (45), clkdlybuf4s50_1 (42), Yosys top cell by area=mux4_2, Setup violations, final=0, Main area contributors=mux4_2 (15%), mux2i_1 (14%), mux2_2 (9.5%), row cnt=roughly 40, final hold vios=0, worst slew pin tran=approximately 0.56 ns, Worst EP arrival=around 2.9 ns, comb area leader=multiplexers, tool warnings=33, Ports=around 70, WL/cell=between 20 and 25 µm, final setup margin=roughly 0.065 ns, Worst Path Class, Setup=primary input to output pin, grt ovf=0, unrepaired setup endpoints after global routing=yes, Seq share, synth=0%, clock buf count=0, Worst setup EP type=output pin, via count=5250, Seq cells=0, hpwl dp=16.4 mm, # DRC=0, total wire length=20.2 mm, crit start category=primary input, yosys aoi share=around 32%, Die Width=114 µm, core box area=about 12000 µm²
[cell type report]
type / instances / area share, %
multi-input cells: 441 / 62.4
repair buffers: 215 / 33.7
well taps: 168 / 3.65
inverters: 4 / 0.261
[power by group]
group / internal (mW) / total [mW] / switching (mW)
Sequential: 0 / 0 / 0
Combinational: 0.445 / 0.898 / 0.453
Clock: 0 / 0 / 0
[cell usage after synthesis, types with 4 or more instances]
| library cell | number |
|---|---|
| buf_1 | 4 |
| a221oi_1 | 7 |
| nor2_1 | 56 |
| o32ai_1 | 10 |
| nand3b_1 | 4 |
| mux4_2 | 25 |
| nor2b_1 | 6 |
| o22ai_1 | 23 |
| a221o_1 | 6 |
| clkbuf_1 | 22 |
| o21ai_0 | 9 |
| o2111ai_1 | 5 |
| nand3_1 | 17 |
| a21oi_1 | 19 |
| buf_2 | 11 |
| a31oi_1 | 7 |
| nand2b_1 | 8 |
| buf_6 | 7 |
| o221ai_1 | 7 |
| a211oi_1 | 12 |
| o211ai_1 | 23 |
| mux2_2 | 32 |
| nor4_1 | 4 |
| a22oi_1 | 6 |
| mux2i_1 | 53 |
| mux2_1 | 4 |
| nand2_1 | 46 |
| buf_4 | 7 |
[what timing repair did]
item	4_1_cts	5_1_grt
buffers inserted	1	4
pin swaps	4	10
gates resized	19	37
setup endpoints to repair	14	30
gates cloned	0	2
[critical path, stage by stage]
cell	delay, ns
buf_4	0.20
buf_12	0.18
buf_4	0.13
mux2_2	0.32
mux2i_1	0.17
buf_4	0.18
o22ai_1	0.08
a21oi_1	0.28
nand3_1	0.16
clkdlybuf4s50_1	0.43
[metal layers]
layer,routed length [µm],global-route usage (%)
met5,0,0
met4,897,10.4
met3,2160,5.18
met2,8750,46.7
met1,8440,46.2
[metrics by stage]
step                instance area (µm²)  hold slack, ns  setup TNS [ns]  std cells
CTS                                5540            2.46               0        822
global route                       5760            2.52          -0.163        828
detailed placement                 5510            2.46          -0.417        821
global placement                   5510            2.45          -0.529        821
finish                             5760            2.46               0        828
floorplan                          3790            1.59               0        497
[logic make-up after synthesis]
group	count (synthesis)
AOI/OAI and AO/OA	165
and+or+nand+nor	160
muxes	116
buffers and inverters	56
[path summary, 6_finish.rpt]
kind	start	end	slack, ns	cells past startpoint
setup / recovery	shift[1]	qb[28]	0.06	10
hold / removal	shift[3]	qb[20]	2.46	4
Power and IR drop assume default switching activity.
